==> /design/flow/design.v <==
module bcd_hex_decoder (
	input [3:0] hex_in,
	output reg [6:0] seven_out
);
always @ (hex_in)
begin					 
	case (hex_in)
	4'b0000:       
		seven_out = 7'b1000000;
	4'b0001:    	 
		seven_out = 7'b1111001;
	4'b0010:  		 
		seven_out = 7'b0100100; 
	4'b0011: 		 
		seven_out = 7'b0110000;
	4'b0100:			 
		seven_out = 7'b0011001;
	4'b0101:			 
		seven_out = 7'b0010010;  
	4'b0110:			 
		seven_out = 7'b0000010;
	4'b0111:			 
		seven_out = 7'b1111000;
	4'b1000:     	 
		seven_out = 7'b0000000;
	4'b1001:    	 
		seven_out = 7'b0010000;
	4'b1010:  		 
		seven_out = 7'b0001000;	
	4'b1011: 		 
		seven_out = 7'b0000011;
	4'b1100:			 
		seven_out = 7'b1000110;
	4'b1101:			 
		seven_out = 7'b0100001;
	4'b1110:			 
		seven_out = 7'b0000110;
	4'b1111:			 
		seven_out = 7'b0001110;
	endcase
end
endmodule 
module clk_divider 
#(
	parameter WIDTH = 12,	 
	parameter N = 2604	 
 ) (
	input clk,
	output out
);
reg [WIDTH-1:0] r_reg;
wire [WIDTH-1:0] r_nxt;
reg clk_tracker;
always @ (posedge clk)
begin
	if( r_nxt == N)
	begin
		r_reg <=0;
		clk_tracker <= ~clk_tracker;
	end
	else
		r_reg <= r_nxt;
end
assign r_nxt = r_reg + 1;
assign out = clk_tracker;
endmodule
module hex_to_bcd(
	input clk, reset, en,
	input [7:0] hex_in,
	output reg [3:0] ones,
	output reg [3:0] tens
);
localparam IDLE = 0;
localparam CHANGE = 1;
localparam RESET = 2;
reg[7:0] data;
reg [1:0] state;
always @ ( posedge clk)
begin
	if(reset)
		state = RESET;
	else
		case ( state )
			RESET:
			begin
				state = IDLE;
			end
			IDLE:
			begin
				if(en)
					state = CHANGE;
				else
					state = state;
			end
			CHANGE:
			begin
				state = IDLE;
			end		
		endcase	
end
always @ (state)
begin
	case (state)
	RESET:
	begin
		ones = 0;
		tens = 0;
	end
	IDLE:
	begin
		data = hex_in;
	end
	CHANGE:
	begin
		ones = data[3:0];
		tens = data[7:4];
	end
	endcase
end
endmodule 
module hex_to_bcd_my;
reg clk, reset, en;
reg [7:0] hex_in;
wire [3:0] ones;
wire [3:0] tens;
hex_to_bcd t0 (clk, reset, en, hex_in, ones, tens);
initial
begin
	clk = 1;
	reset = 1;
	en = 0;
	hex_in = 8'hab;
	#2 reset = 0;
	#2 en = 1;
	#2 en = 0;
end
always
begin
	#1 clk = ~clk;
end
endmodule 
module input_buffer_fsm (
	input clk, reset, en, transmitter_rdy,
	input [7:0] char,
	output reg [7:0] out,
	output reg out_en  
);
parameter WAIT = 0;
parameter PRESSED = 1;
parameter IDLE = 2;
parameter SEND = 3;
reg [1:0] state;
reg [4:0] cycle_count;
always @ ( posedge clk )
begin                        
	if ( reset )
		state = IDLE;
	else 
		case ( state )
			IDLE:
			begin
				cycle_count = 0;
				if( char > 8'h60 && char < 8'h7b )
					out = char - 8'h20;
				else
					out = char;
				if ( en == 1 )
					if (transmitter_rdy)
						state = PRESSED;
					else
						state = WAIT;
				else
					state = state;
			end
			PRESSED:
			begin
				if (cycle_count < 15)  
				begin
					cycle_count = cycle_count + 1;
					state = state;
				end
				else
					state = SEND;
			end
			SEND:
			begin
				state = IDLE;
			end
			WAIT:
			begin
				if (transmitter_rdy)
					state = PRESSED;
				else
					state = state;
			end
		endcase
end
always @ ( state )
begin
	case (state)
		WAIT, 
		IDLE,
		SEND:
		begin
			out_en = 0;
		end
		PRESSED:
		begin
			out_en = 1;
		end	
	endcase
end
endmodule
module receiver_fsm
# (
	parameter LEN=8,
	parameter BAUD_MULT=16
) (
	input clk, reset, uart_in,
	output reg [LEN-1:0] char,
	output reg out_en
);
localparam 
	IDLE = 0,
	START = 1,
	DATA = 2,
	PARITY = 3,
	END = 4,
	SEND = 5;
reg [2:0] state;
reg[3:0] data_count;
reg[5:0] cycle_count;
reg parity;
always @ ( posedge clk )
begin
	if (reset)
		state = IDLE;
	else
		case (state)
			IDLE:
			begin
				data_count = 0;
				cycle_count = 0;
				if(~uart_in)
					state = START;
				else
					state = state;
			end
			START: 
			begin
				if (cycle_count < 15)  
				begin
					cycle_count = cycle_count + 1;
					state = state;
				end
				else
				begin
					cycle_count = 0;
					state = DATA;
				end
			end
			DATA: 
			begin
				if(data_count < 8)
				begin
					if( cycle_count < 15 )
					begin
						if( cycle_count == 8)
							char[data_count] = uart_in;					
						cycle_count = cycle_count + 1;
						state = state;
					end
					else
					begin
						data_count = data_count + 1;
						cycle_count = 0;
						state = state;
					end
				end
				else
				begin
					cycle_count = 0;
					state = PARITY;
				end
			end
			PARITY:
			begin
				if (cycle_count < 15)  
				begin
					if (cycle_count == 8)
						parity = uart_in;
					cycle_count = cycle_count + 1;
					state = state;
				end
				else
				begin
					cycle_count = 0;
					state = END;
				end			
			end
			END:
			begin
				if (cycle_count < 14) 
				begin
					if (cycle_count == 8)
						if(uart_in) 
							state = SEND;
					cycle_count = cycle_count + 1;
					state = state;
				end
				else
				begin
					state = IDLE;  
				end
			end
			SEND:
				state = IDLE;
		endcase
end
always @ (state)
begin
	case (state)
		IDLE,
		START,
		DATA,
		PARITY,
		END:
		begin
			out_en = 0;
		end
		SEND:
		begin
			out_en = 1;	
		end
	endcase
end
endmodule 
module receiver_fsm_my;
reg clk, reset, uart_in;
wire [7:0] char;
wire out_en;
receiver_fsm t0 (clk, reset, uart_in, char, out_en);
initial
begin
	clk = 1;
	reset = 1;
	uart_in = 1;
	#2 reset = 0;
	#2 uart_in = 0;
	#16 uart_in = 1;
	#16 uart_in = 0;
	#16 uart_in = 1;
end
always
begin
	#1 clk = ~clk;
end
endmodule 
module transmit_fsm
# (
	parameter DATA_LEN = 8
) (
	input clk, en, reset, receiver_done,
	input [DATA_LEN-1:0] data,
	output reg out,
	output reg done  
);
localparam IDLE = 0;
localparam LOADED = 5;
localparam START = 1;
localparam TRANSMIT = 2;
localparam PARITY = 3;
localparam END = 4;
reg [2:0] state;
reg [2:0] count;
reg [DATA_LEN-1:0] data_var;
reg parity_var;
always @ ( posedge clk or posedge reset )
begin
	if (reset)
		state = IDLE;
	else 
		case ( state)
			IDLE:
			begin
				if (en)
				begin
					if(receiver_done)
						state = START;
					else
						state = LOADED;
				end
				else
					state = state;
			end
			LOADED:
			begin
				if (receiver_done)
					state = START;
				else
					state = state;
			end
			START:
			begin
				count = 0;  
				state = TRANSMIT;
			end
			TRANSMIT:
			begin
				if (count < (DATA_LEN-1))
				begin
					count = count + 1;
					state = state;
				end
				else
					state = PARITY;
			end
			PARITY: 
				state = END;
			END:
			begin
				state = IDLE;
			end
		endcase 
end
always @ ( posedge clk )
begin
	case (state)
		IDLE:
		begin
			out = 1;
			done = 1;
			data_var = data;
		end
		LOADED:
		begin
			out = 1;
			done = 0;
		end
		START:
		begin
			out = 0;
			done = 0;
			parity_var = (data_var[0] ^ data_var[1]) ^ 
					(data_var[2] ^ data_var[3]) ^
					(data_var[4] ^ data_var[5]) ^
					(data_var[6] ^ data_var[7]);
		end
		TRANSMIT:
		begin
			out = data_var[0];
			data_var = data_var >> 1;  
		end
		PARITY:
		begin  
			out = parity_var;
		end
		END:
		begin
			out = 1;
			done = 0;
		end
	endcase
end
endmodule 
module transmit_fsm_my;
reg clk, en, reset, receiver_done;
reg [7:0] data;
wire out, done;
transmit_fsm t0 (clk, en, reset, receiver_done, data, out, done);
initial
begin
	clk = 1;
	reset = 1;
	en = 0;
	data = 8'hab;
	receiver_done = 1;
	#2 reset = 0;
	#4 en= 1;
	#1 en = 0;
	#23 en = 1;
	#1 en = 0;
	#23 en = 1;
	#1 en = 0;
end
always
begin
	#1 clk = ~clk;
end
endmodule 
module uart_receiver 
(
	input CLOCK_50, reset,
	input uart_in, 
	output [6:0] HEX0, HEX1,
	output uart_out
);
wire clk_153600hz;
wire clk_9600hz;
wire [7:0] char_outw;
wire receiver_enablew;
wire [3:0] onesw, tensw;
clk_divider #(8,163) c0 (CLOCK_50, clk_153600hz);  
receiver_fsm r0 (clk_153600hz, reset, uart_in, char_outw, receiver_enablew);
hex_to_bcd d0 (clk_153600hz, reset, receiver_enablew, char_outw, onesw, tensw);
bcd_hex_decoder d1 (onesw, HEX0);  
bcd_hex_decoder d2(tensw, HEX1);
wire [7:0] char_out;
wire out_en;
wire transmit_enw;
clk_divider c1 (CLOCK_50, clk_9600hz);
input_buffer_fsm b0 (clk_153600hz, reset, receiver_enablew, transmit_enw, char_outw, char_out, out_en);
transmit_fsm t0 (clk_9600hz, out_en, reset, 1'b1, char_out, uart_out, transmit_enw);
endmodule 
module uart_receiver_my;
reg clk, reset, uart_in;
wire [6:0] ones;
wire [6:0] tens;
uart_receiver t0 (clk, reset, uart_in, ones, tens);
initial
begin
	clk = 1;
	reset = 1;
	uart_in = 1;
	#2 reset = 0;
	#2 uart_in = 0;
	#16 uart_in = 1;
	#16 uart_in = 0;
end
always
begin
	#1 clk = ~clk;
end
endmodule 
==> /design/flow/run.sh <==
#!/bin/bash
# OpenROAD 26Q1-2900-gdf79404cd8, Yosys 0.63+post, stock flow scripts
make -C /OpenROAD-flow-scripts/flow DESIGN_CONFIG=/design/flow/config.mk WORK_HOME=/design/flow/orfs finish
==> /design/flow/config.mk <==
export PLATFORM = sky130hd
export DESIGN_NAME = uart_receiver
export DESIGN_NICKNAME = uart_receiver
export VERILOG_FILES = /design/flow/design.v
export SDC_FILE = /design/flow/constraint.sdc
export NUM_CORES = 4
export LEC_CHECK = 1
export CORE_UTILIZATION = 40
==> /design/flow/constraint.sdc <==
current_design uart_receiver

set clk_period 4.3
set clk_io_pct 0.2

create_clock -name clk0 -period $clk_period [get_ports {CLOCK_50}]

set non_clock_inputs [all_inputs -no_clocks]
set_input_delay [expr $clk_period * $clk_io_pct] -clock clk0 $non_clock_inputs
set_output_delay [expr $clk_period * $clk_io_pct] -clock clk0 [all_outputs]
==> metrics.cfg <==
[outcome]
outcome=completed

[sta]
setup_ws_ns=2.19
whs_ns=0.509
worstMarginPinSlew_ns=0.652
relSlewSlack_pct=56.4
slew_viol_final=0
setup_violations=0
rsz0062_at_grt=false
unconstrained_endpoints=140
max_freq_ghz=0.473
fin_tns_setup_ns=0
unclocked_regs=80
timing.final.crit_period_ns=2.11
hold_viol_final=0
fin_skew_ns=0.00442
finalClockPeriodUsage_pct=49.2

[placement]
gp_congestion=0.843
dp_hpwl_um=5370
dp_cells=585
pre_cts_slack_ns=2.22
dpl_cell_area_sq_um=5070
portBuffers=17

[synthesis]
synth_top_flop_cell=edfxtp_1
top_cells_by_area=edfxtp_1 (30%), dfxtp_1 (14%), ha_1 (6.9%), xnor2_1 (4.1%), dlxtn_1 (2.8%)
ys_types=62
postSynthAreaPerCell_sq_um=11.0
ys_ff=102
yosys_warnings=7
edf_count=47
ys_async_sr_fraction_pct=4.90
largest_area_cell=edfxtp_1
yosys-stat-cells=432
syn_inst=432
syn_area_sq_um=4740
synth_top_area_share_pct=29.8
ys_area_sq_um=4740

[power]
combPwrFrac_pct=3.3
fin_total_pwr_uw=435
powerDensity_nw_per_um2=84.4
p_int_uw=356
ir_drop_v=0.000214
pwr-share-clk_pct=48.7
leakage_nw=1.91
p_sw_uw=79.6
swShare_pct=18.3
pwr-share-seq_pct=48.0

[critical_path]
cpMostUsedCell=and3_1
crit_path_max_incr_delay_ns=0.38
regToRegSetupSlack_ns=2.19
cp_slowest_cell=dfxtp_1
cp-end-kind=flip-flop
cp.required_ns=4.27
r2r_start=c1.r_reg[0]$_SDFF_PN0_
cp-start-kind=flip-flop
rr_worst_depth=5
crit_type=flip-flop to flip-flop
r2r_end=c1.clk_tracker$_DFFE_PN_
crit_arrival_ns=2.09
cp_cell_sequence=ha_1, and3_1, a211o_1, a22oi_2, and3_1
crit_path_max_fanout=9

[global_routing]
grt_pass1_wl_um=12600
grt_max_degree=45
grt_usage_pct=12.3
overflow=0
antenna_found_initial=0
grt_pass1_vias=2789

[cells_and_area]
fill_cells=1028
area_delta_synth_final_pct=8.76
final_core_util_pct=45.0
instances_no_fill=589
final_cell_area_sq_um=5160
drive_above_1_share_pct=7.62
largest_register_ffs=12

[clock_tree]
clockRootBuffer=clkbuf_16
cts_setup_buffers=0
cts_hold_buf=0
path_clk_slew_ns=0.06
cts_made_buffers=3
clk_path_buf_depth=2
htreeDepth=1
cts_tree=done
clk_latency_ns=0.25
post_cts_resized=0

[worst_hold_path]
hp-class=flip-flop to flip-flop
hold_end=c1.r_reg[7]$_SDFF_PN0_
hp-start=c1.r_reg[7]$_SDFF_PN0_
holdPathStages=1

[detailed_routing]
drc=0
wl_per_cell_um=12.1
wl_um=7130
vias=3028
antennaDiodeCount=0
ant_nets=0
drtIter0Drc=154
first_pass_iters=6
viasPerCell=5.14

[job]
cap_violations=0
warnings=42

[floorplan]
die_h_um=111
die_x_um=111
io_pins=18
dieArea_sq_um=12300
fp_util_pct=41.4
num_rows=39
core_region_area_sq_um=11500

## cell usage in the layout, fill, tap and decap left out, types with 13 or more instances in the layout
| master | count |
|---|---|
| a21oi_1 | 13 |
| and2_1 | 18 |
| clkdlybuf4s50_1 | 17 |
| dfxtp_1 | 33 |
| edfxtp_1 | 47 |
| ha_1 | 26 |
| inv_1 | 26 |
| nand2_1 | 21 |
| nand3_1 | 17 |
| nor2_1 | 36 |
| xnor2_1 | 22 |
## synth_stat cells, types with 9 or more instances
master / instances
mux2_2: 10
xor2_1: 10
nand3_1: 17
dlxtn_1: 9
nor2_1: 36
xnor2_1: 22
inv_1: 26
dfxtp_1: 33
ha_1: 26
and2_1: 18
a21oi_1: 13
a31oi_1: 9
nor3_1: 9
nand2_1: 21
edfxtp_1: 47
## logic make-up (layout without fill, tap and decap cells)
kind of cell | Yosys count | after routing | share of synthesized area, %
latches | 17 | 17 | 5.38
xor+xnor | 32 | 32 | 5.91
fa+ha+maj | 26 | 26 | 6.86
compound gates | 69 | 69 | 11.0
mux | 18 | 18 | 4.59
simple gates | 148 | 148 | 16.8
buf+inv | 37 | 51 | 3.17
flops | 85 | 85 | 46.3
## power by group through the flow
stage | clock (mW) | combinational (mW) | sequential [mW]
finish | 0.212 | 0.0143 | 0.209
global route | 0.226 | 0.0161 | 0.209
CTS | 0.217 | 0.0147 | 0.209
## layout make-up
class	instances	area, sq um	share of cell area, %
repair buffers	21	200	3.88
clock buffers	4	88.8	1.72
well taps	143	179	3.47
flip-flops and latches	102	2450	47.6
inverters	26	97.6	1.89
multi-input cells	293	2140	41.5
## routing by layer
metal	GRT usage (%)	vias to the layer above	part of all wire (%)
met2	19.8	33	46
met1	20.1	1415	52
met5	0	-	0
met3	0.892	2	1.9
met4	0.622	0	0.29
li1	-	1578	-
## how the worst max path moves through the flow
stage | from | end | slack, ns
global route | c1.r_reg[0]$_SDFF_PN0_ | c1.clk_tracker$_DFFE_PN_ | 2.07
CTS | c1.r_reg[0]$_SDFF_PN0_ | c1.clk_tracker$_DFFE_PN_ | 2.20
finish | c1.r_reg[0]$_SDFF_PN0_ | c1.clk_tracker$_DFFE_PN_ | 2.19
## worst max-delay path: cells and delay by family, from the launching register on
| family | cells | cell delay [ns] |
|---|---|---|
| compound gates | 2 | 0.68 |
| simple gates | 2 | 0.46 |
| flops | 1 | 0.38 |
| fa+ha+maj | 1 | 0.30 |
No activity file was given, so power comes from the tool's default toggle rates.
